## /design/flow/design.v

```verilog
module adderwC  
#(
    parameter NB_size = 16
)
(
    input   signed [NB_size-1:0]    i_dataA,
    input   signed [NB_size-1:0]    i_dataB,
    output  signed [NB_size-1:0]    o_dataC,
    output  addCarry
);
    wire signed [15:0] adder = i_dataA + i_dataB;
    assign o_dataC = adder;
    assign addCarry = (i_dataA[15] == i_dataB[15]) && (adder[15] != i_dataA[15]);  
endmodule
module substwC  
#(
    parameter NB_size = 16
)
(
    input   signed [NB_size-1:0]    i_dataA,
    input   signed [NB_size-1:0]    i_dataB,
    output  signed [NB_size-1:0]    o_dataC,
    output  subCarry
);
    wire signed [15:0] sub = i_dataA - i_dataB;
    assign o_dataC = sub;
    assign subCarry = (i_dataA[15] != i_dataB[15]) && (sub[15] != i_dataA[15]);  
endmodule
module tModule  
#(
    parameter NB_size = 16
)
(
    input   [1:0]     i_sel,
    input   signed [NB_size-1:0]    i_dataA,
    input   signed [NB_size-1:0]    i_dataB,
    output  signed [NB_size-1:0]    o_dataC,
    output  addCarry,
    output  subCarry
);
    wire signed [NB_size-1:0] adder_out;
    wire signed [NB_size-1:0] subst_out;
    adderwC #(.NB_size(NB_size))
        u_adder (
            .i_dataA(i_dataA),
            .i_dataB(i_dataB),
            .o_dataC(adder_out),
            .addCarry(addCarry)
        );
    substwC #(.NB_size(NB_size)) 
        u_subst (
            .i_dataA(i_dataA),
            .i_dataB(i_dataB),
            .o_dataC(subst_out),
            .subCarry(subCarry)
        );
    assign o_dataC = (i_sel == 2'b00) ? adder_out :
                     (i_sel == 2'b01) ? subst_out :
                     (i_sel == 2'b10) ? i_dataA & i_dataB :  
                     (i_sel == 2'b11) ? i_dataA | i_dataB :  
                     16'b0;  
endmodule
```

## /design/flow/run.sh

```bash
#!/bin/bash
# OpenROAD 26Q1-2900-gdf79404cd8, Yosys 0.63+post, stock flow scripts
make -C /OpenROAD-flow-scripts/flow DESIGN_CONFIG=/design/flow/config.mk WORK_HOME=/design/flow/orfs finish
```

## /design/flow/config.mk

```make
export PLATFORM = sky130hd
export DESIGN_NAME = tModule
export DESIGN_NICKNAME = tModule
export VERILOG_FILES = /design/flow/design.v
export SDC_FILE = /design/flow/constraint.sdc
export NUM_CORES = 4
export LEC_CHECK = 1
export CORE_AREA = 10 10 104 104
export DIE_AREA = 0 0 114 114
```

## /design/flow/constraint.sdc

```tcl
current_design tModule

set clk_period 12.7
set clk_io_pct 0.2

create_clock -name clk0 -period $clk_period

set non_clock_inputs [all_inputs -no_clocks]
set_input_delay [expr $clk_period * $clk_io_pct] -clock clk0 $non_clock_inputs
set_output_delay [expr $clk_period * $clk_io_pct] -clock clk0 [all_outputs]
```

==> flow_summary.yaml <==
# implementation run metrics
routing:
  drc_errors: 0
  drt_iter0_markers: 127
  antenna_cells: 0
  viasPerCell: 4.83
  wire_per_inst_um: 13.4
  routed_wl_um: 6370
  detail-route-antenna-nets: 0
  firstDrtPassIters: 4
  routed-via-count: 2300
run:
  tool_warnings: 63
  drv_cap: 0
clocking:
  cts_hold_buf: 0
  cts_setup_buffers: 0
  cts_resized: 0
layout:
  final_layout_size_suffix_gt1_frac: 0.0408
  nClkBuffers: 0
  area_growth_pct: 26.2
  fin_cells: 476
  regArea_um2: 0
  fillers: 946
  lay_top_cells: "inv_1 (52), clkdlybuf4s50_1 (52), ha_1 (47), a21oi_1 (33), nand2_1 (25)"
  seq_cell_count: 0
logic_synthesis:
  ys_cells: 331
  yosys_warnings: 0
  syn_area_um2: 2260
  synthDistinctLibCells: 54
  yosysTopAreaCellShare: 0.260
  yosysSeqAreaShare: 0
  synth_chip_area_um2: 2260
  syn_avg_cell_area_um2: 6.83
  yosys-top-cells-area: "ha_1 (26%), inv_1 (8.6%), a21oi_1 (7.3%), mux2i_1 (5.3%), nand2_1 (4.2%)"
  yosysTopAreaCell: "ha_1"
  synthCells: 331
critical_path:
  path_class: "input pin to output pin"
  required_ns: 10.16
  crit_arrival_ns: 5.72
  slowest_stage: "clkdlybuf4s50_1"
  cp-end-kind: "output pin"
  max_stage_delay_ns: 0.50
  path_cells: "clkdlybuf4s50_1 > inv_1 > ha_1 > fa_1 > o21ba_1 > nor4_1 > o21ai_1 > a31oi_1 > a31oi_1 > o31a_1 > o21ai_0 > clkdlybuf4s50_1"
  cp-start-kind: "input pin"
  critPathMaxFanout: 4
timing:
  setup_violations: 0
  finalHoldViolations: 0
  fmax_mhz: 121
  tightest_slew_ns: 0.512
  final-max-slew-violation-count: 0
  relSlewSlack: 0.654
  period_used_share: 0.650
  min_period_ns: 8.26
  setup_tns_ns: 0
  rsz0062_at_grt: "no"
die:
  chip_area_um2: 13000
  die_w_um: 114
  fp_util: 0.260
  core-area_um2: 8680
  num_rows: 34
  ios: 52
  die_h_um: 114
pwr:
  clock_power_share: 0
  p_switching_mw: 0.0606
  ir_drop_mv: 0.0185
  leakage_nw: 1.35
  p_comb_frac: 1.000
  p_seq_frac: 0
  power.density_nw_per_um2: 43.3
  sw_frac_of_total: 0.490
  internal_power_mw: 0.0630
placement:
  dp.cells: 476
  hpwl_um: 5280
  place.port_buffers: 52
  gp_congestion: 0.876
grt:
  grtUsageTotal: 0.0965
  antenna_found_initial: 0
  grt_pass1_vias: 2323
  grt_pass1_wl_um: 10800
  met1_usage: 0.132
  grt_util_met3: 0.00957
  grt_max_degree: 45
  grt-busiest-layer: "met2"
  grt-ovfl-total: 0
  use_met2: 0.169
outcome:
  status: "complete, no violations"
min_path:
  hold_class: "input pin to output pin"
[power by group through the flow]
| stage | combinational [mW] | sequential (mW) | clock, mW |
|---|---|---|---|
| final | 0.124 | 0 | 0 |
| after global routing | 0.140 | 0 | 0 |
| after CTS | 0.125 | 0 | 0 |
[area by class of cell]
type / instances / area [um^2] / share of cell area
Multi-Input combinational cell: 261 / 1980 / 0.695
Timing Repair Buffer: 54 / 536 / 0.188
Inverter: 53 / 199 / 0.0698
Tap cell: 108 / 135 / 0.0474
[cell usage after synthesis, types with 3 or more instances]
| cell | count |
|---|---|
| clkbuf_1 | 7 |
| nor4_1 | 3 |
| nand2b_1 | 3 |
| a31oi_1 | 4 |
| nor3_1 | 3 |
| o21ai_0 | 14 |
| o22ai_1 | 7 |
| mux2i_1 | 12 |
| and3_1 | 3 |
| buf_2 | 6 |
| xnor2_1 | 10 |
| o211ai_1 | 4 |
| nor2b_1 | 7 |
| o21ai_1 | 5 |
| a21oi_1 | 33 |
| ha_1 | 47 |
| nand2_1 | 25 |
| a21o_1 | 5 |
| a211oi_1 | 4 |
| o21bai_1 | 4 |
| nor2_1 | 24 |
| inv_1 | 52 |
| o31ai_1 | 4 |
[path summary, 6_finish.rpt]
check,slack (ns),to,from,depth (start not counted)
setup / recovery,4.44,o_dataC[12],i_dataA[0],12
hold / removal,6.15,addCarry,i_dataA[15],4
[kinds of logic after synthesis]
logic type	share of synthesized area
buf+inv	0.123
xor+xnor	0.0465
simple gates	0.160
mux	0.0631
compound gates	0.329
fa+ha+maj	0.278
[per-stage QoR]
stage	instance area, um^2	util	hold slack, ns	total power [mW]	setup slack [ns]
2_1_floorplan	2260	-	5.16	0.0764	5.79
3_3_place_gp	2850	0.329	6.16	0.124	4.45
3_5_place_dp	2850	0.329	6.16	0.124	4.49
4_1_cts	2850	0.329	6.16	0.125	4.45
5_1_grt	2850	0.329	6.23	0.140	4.21
6_report	2850	0.329	6.15	0.124	4.44
[per-layer routing]
layer | share of wire | routed length (um)
met1 | 0.50 | 3180
met2 | 0.46 | 2930
met3 | 0.039 | 247
met4 | 0.0013 | 8
met5 | 0 | 0
[critical path: cells and delay by family]
kind	cells	cell delay, ns
compound gates	6	1.29
buf+inv	3	1.04
simple gates	1	0.23
fa+ha+maj	2	0.60
Power and IR drop assume default switching activity.
