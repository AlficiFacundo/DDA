==> ./run.sh <==
#!/bin/bash
# OpenROAD 26Q1-2900-gdf79404cd8, Yosys 0.63+post, stock flow scripts
make -C /OpenROAD-flow-scripts/flow DESIGN_CONFIG=/design/flow/config.mk WORK_HOME=/design/flow/orfs finish
==> ./config.mk <==
export PLATFORM = sky130hd
export DESIGN_NAME = register
export DESIGN_NICKNAME = register
export VERILOG_FILES = /design/flow/design.v
export SDC_FILE = /design/flow/constraint.sdc
export NUM_CORES = 4
export LEC_CHECK = 1
export CORE_AREA = 10 10 70 70
export DIE_AREA = 0 0 80 80
==> ./constraint.sdc <==
current_design register

set clk_period 1.0
set clk_io_pct 0.2

create_clock -name clk0 -period $clk_period [get_ports {clk}]

set non_clock_inputs [all_inputs -no_clocks]
set_input_delay [expr $clk_period * $clk_io_pct] -clock clk0 $non_clock_inputs
set_output_delay [expr $clk_period * $clk_io_pct] -clock clk0 [all_outputs]
==> ./design.v <==
`timescale 1ns / 1ps
module register 
    #(
        parameter NB_o_fullscale = 13
    )
    (
        input [NB_o_fullscale-1:0] signal,
        output [NB_o_fullscale-1:0] delayed_signal,
        input rst,
        input clk
    );
    reg [NB_o_fullscale-1:0]signal_n;
    always @(posedge clk) begin
        if(rst)
            signal_n <= {NB_o_fullscale{1'b0}};
        else
            signal_n <= signal;
    end
    assign delayed_signal = signal_n;
endmodule
==> run notes <==
Implementation run completed; key figures follow.

Status:
- The flow ran to the end, and the final reports show no timing, DRC or antenna violations.

Final timing:
- The run puts the highest achievable clock rate at 1.06 GHz.
- The critical path in the final layout is reported with a setup slack of 57.2 ps.
- The run puts the total of endpoints with negative setup slack in the final report at 0.
- The smallest clock period supported by the final layout is computed as 943 ps.
- The run gives the number of pins exceeding their max-slew limit in the final report as 0.
- The final critical path takes up 94.3% of the cycle.
- The run puts the pin slew with the least headroom to its limit at 167 ps.
- Hold is met by 485 ps.
- Setup repair after global routing left no endpoint under its margin.
- The run puts the final-report hold violation count at 0.
- The run puts the relative slew slack at 88.8%.
- The run puts the setup TNS after final layout at 0 ps.

Global routing:
- After global routing the overflow that remains totals 0.
- The run puts the maximum number of pins on one net before global-route repair at 11.
- The run puts the initial antenna violation count at 0.
- The via count of the first global-routing pass was 317.
- The run puts the total global-route track usage at 3.19%.
- The run puts the global-route wire length before repair at 1580 um.

Floorplanning:
- The run puts the area of the core region at 3420 um^2.
- The run gives the die boundary height as 80 um.
- The run gives the die boundary width as 80 um.
- The run puts the floorplan core density at 11.6%.
- The run puts the row count at 21.
- During I/O placement, the number of pins put on the boundary was 28.
- Per the OpenROAD floorplan log, the area of the die is 6400 um^2.

Cells and area:
- The finished layout reports a core utilization of 21.2%.
- The run puts the share of final-layout standard cells stronger than drive strength 1 at 58.6%.
- In the final layout, the registers with the most flip-flops are signal_n (13).
- The register with the most flip-flops in the layout has 13 of them.
- The run gives the final instance area as 723 um^2.
- The run puts the relative area change from synthesis to final layout at 82.9%.
- The register with the most flip-flops in the final layout is signal_n.
- The count of cells in the finished layout, fillers not included, comes to 104.

Synth:
- The run puts the post-synthesis cell count at 27.
- The run puts the XOR/XNOR share of the synthesized area at 0%.
- The run gives the prevailing logic family in the synthesized netlist as simple AND/OR/NAND/NOR gates.
- The run gives the mux contribution to synthesized area as 0%.
- The run gives the number of cells in Yosys stat as 27.
- The run puts the sequential element share of the synthesized area at 65.8%.
- The run gives the and-or/or-and share of the synthesized area as 0%.
- The run gives the number of warnings printed during yosys synthesis as 1.
- The run puts the arithmetic-cell share of the synthesized area counting full adders, half adders and majority gates at 0%.
- The post-synth register bit count is 13.
- After synthesis, the mean cell area works out to 14.6 um^2.
- The run gives the number of library cell types mapped by synthesis as 5.
- The run puts the cell area after synthesis at 395 um^2.
- For reference, simple AND, OR, NAND and NOR cells occupy 31.3% of the area reported after synthesis.
- The run gives the synthesized chip area reported by yosys as 395 um^2.

Setup path:
- Walking the worst path, the cells encountered are clkdlybuf4s15_1.
- The worst setup path is captured at a primary output.
- The run gives the slowest stage cell on the critical path as dfxtp_2.
- The run puts the maximum fanout along the worst path at 1.
- In this design, the largest share of critical-path delay is due to flip-flops.
- The run puts the arrival time at the worst endpoint at 740 ps.
- The run gives the count of buffering cells on the critical path with inverters included as 1.
- The run gives the longest individual stage delay on the worst path as 320 ps.
- For reference, the critical path is launched at signal_n[4].
- STA classifies the critical path startpoint as a flip-flop.
- The worst setup path is of the flip-flop to primary output kind.
- The data required time reported for the critical path is 800 ps.

Job:
- The run gives the max-cap violation count as 0.
- OpenROAD emitted warnings numbering 25.

Drt:
- In the routed layout, each cell is associated on average with a via count of 2.65.
- The run puts the total DRC errors in the routed layout at 0.
- The run puts the total antenna diodes in the routed design at 0.
- Per the detail_route report, the via count comes to 276.
- The run puts the post-route antenna net violation count at 0.
- The run puts the average routed wire per standard cell at 9.92 um.
- The run puts the total iterations of the first detailed-routing run at 2.
- The run puts the wire length after detailed routing at 1030 um.
- Once iteration 0 of detailed routing completed, the report listed 4 DRC markers.

Power and ir drop:
- The analysis attributes to cell leakage a power of 0.303 nW.
- Looking at the VDD voltage map, the peak drop is 0.404 mV.
- Power comes to 1.00 mW.
- The flow reported a cell area power density of 1390 nW/um^2.

Min path:
- The report gives the cell count of the worst hold path as 2.
- The run gives the startpoint of the tightest hold check path as signal[9].
- The run gives the worst min-delay path category as input port to flip-flop.
- The worst hold path terminates at signal_n[9].

Clocking:
- The run gives the number of setup buffers added after CTS as 0.
- The run puts the number of clock sinks at 13.
- The run puts the H-tree depth at 1.
- The longest clock path from root to sink contains 2 buffers.
- The run gives the root buffer cell as clkbuf_4.
- The run gives the CTS tree as yes.
- The run gives the clock buffer count from CTS as 3.
- The run puts the clock-pin slew on the worst setup and hold paths at 70 ps.

Placed design:
- In this run, placement finished with an instance count of 100.
- Before CTS, the worst setup slack after placement is -103 ps.
- The run gives the number of port buffers as 27.
- The run puts the total cell area at the placement stage at 732 um^2.
- The run gives the placed wire-length estimate as 875 um.
- The run puts the global placement routability congestion at 0.645.
==> power by group <==
part	leakage (nW)	internal [mW]	switching (mW)
clock	0.0150	0.154	0.168
combinational	0.177	0.0999	0.0285
sequential	0.110	0.548	0.00647
==> cell usage in the layout (no fill, tap or decap) <==
master           count
clkbuf_4             3
buf_12               1
dfxtp_2              8
dfxtp_1              5
clkdlybuf4s15_1      4
and2b_2              3
nor2b_4              2
nor2b_2              8
clkdlybuf4s50_1     14
clkbuf_1             1
clkbuf_2             9
==> cells in the mapped netlist <==
master / instances / area (um^2)
and2b_2: 3 / 26.3
buf_6: 1 / 11.3
nor2b_4: 2 / 27.5
nor2b_2: 8 / 70.1
dfxtp_1: 13 / 260
==> logic make-up (layout without fill, tap and decap cells) <==
logic type    Yosys count  in the layout
buf+inv                 1             32
simple gates           13             13
flops                  13             13
==> per-layer routing <==
metal / vias to the layer above / wire (um) / GRT usage [%]
met5: - / 0 / 0
met3: 0 / 127 / 2.27
met1: 119 / 409 / 3.32
met2: 15 / 495 / 5.38
li1: 142 / - / -
met4: 0 / 0 / 0.176
==> cell type report <==
cell class,count,area [um^2]
clock buffer,4,26.3
multi-input combinational,13,124
timing repair buffer,28,245
tap,46,57.6
fill,382,2690
sequential,13,270
==> worst max path at each step <==
stage	depth (start not counted)	to	slack [ps]
global route	1	delayed_signal[4]	0.7
CTS	1	delayed_signal[10]	4
finish	1	delayed_signal[4]	60
==> timing repair <==
item,in CTS,in global routing
hold buffers,0,0
endpoints found under the hold margin,0,0
setup endpoints to repair,13,11
resized,27,16
No activity file was given, so power comes from the tool's default toggle rates.
