`design/flow/config.mk`:
```
export PLATFORM = sky130hd
export DESIGN_NAME = top_multiplier
export DESIGN_NICKNAME = top_multiplier
export VERILOG_FILES = /design/flow/design.v
export SDC_FILE = /design/flow/constraint.sdc
export NUM_CORES = 4
export LEC_CHECK = 1
export CORE_AREA = 10 10 79 79
export DIE_AREA = 0 0 89 89
```
`design/flow/constraint.sdc`:
```
current_design top_multiplier

set clk_period 5.8
set clk_io_pct 0.2

create_clock -name clk0 -period $clk_period

set non_clock_inputs [all_inputs -no_clocks]
set_input_delay [expr $clk_period * $clk_io_pct] -clock clk0 $non_clock_inputs
set_output_delay [expr $clk_period * $clk_io_pct] -clock clk0 [all_outputs]
```
`design/flow/design.v`:
```
`timescale 1ns / 1ps
module top_multiplier
    #(
        parameter NB_max    = 13,
        parameter NB_exp    = 4,
        parameter NB_mant   = 4,
        parameter BIAS      = 4
    )
    (
        input    [NB_max-1 : 0] i_dataA,
        input    [NB_max-1 : 0] i_dataB,
        output   [NB_max-1 : 0] result
    );
    wire    signA   = i_dataA[NB_max-1];
    wire    signB   = i_dataB[NB_max-1];
    reg     signR;
    wire    [NB_exp-1 : 0] expA = i_dataA[NB_exp-1 : NB_mant];
    wire    [NB_exp-1 : 0] expB = i_dataB[NB_exp-1 : NB_mant];
    reg     [NB_exp-1 : 0] expR;
    wire    [NB_mant-1 : 0] fracA = i_dataA[NB_mant-1 : 0];
    wire    [NB_mant-1 : 0] fracB = i_dataB[NB_mant-1 : 0];
    reg     [NB_mant : 0] mantA;
    reg     [NB_mant : 0] mantB;
    reg     [2*NB_mant : 0] producto;
    reg     prod_MSB;
    reg     [NB_exp : 0]exp_sum;
    reg     [NB_exp : 0] mantR;    
    always@(*) 
    begin
        mantA = {1'b1 , fracA};  
        mantB = {1'b1 , fracB};
        producto = mantA * mantB;
        prod_MSB = producto[2*NB_mant-1];
        exp_sum  = expA + expB - BIAS + (prod_MSB ? 1'b1 : 1'b0);
        mantR = prod_MSB ? 
                    producto[2*NB_mant-1 -: NB_mant]:  
                    producto[2*NB_mant-2 -: NB_mant];  
        signR = signA ^ signB;
        expR = exp_sum[NB_exp-1 : 0];  
    end
    assign result = {signR, expR, mantR};
endmodule
```
`design/flow/run.sh`:
```
#!/bin/bash
# OpenROAD 26Q1-2900-gdf79404cd8, Yosys 0.63+post, stock flow scripts
make -C /OpenROAD-flow-scripts/flow DESIGN_CONFIG=/design/flow/config.mk WORK_HOME=/design/flow/orfs finish
```
==> impl_metrics.toml <==
# physical design summary
[final_layout]
layout.filler_cells = 496
postLayoutCellArea_sq_um = 1130
logic_area_sq_um = 676
instances_no_fill = 172
seq_cell_count = 0
regArea_sq_um = 0
drive_above_1_share_pct = 40.7
final_cell_mix = "sky130_fd_sc_hd__buf_4 (20), sky130_fd_sc_hd__inv_1 (16), sky130_fd_sc_hd__ha_1 (11)"
area.growth.synth_to_final_pct = 55.3
mostFrequentLayoutCell = "sky130_fd_sc_hd__buf_4"
nClkBuffers = 0

[timing]
period_minus_slack_ps = 5950
final.setup.worst_slack_ps = -145
hold_slack_ps = 2800
setup_viol_count_final = 3
rsz0062_at_grt = "yes"
clock.fmax_mhz = 168
final.period_utilization_pct = 103
report.final.slew_viol_count = 0
final-hold-violation-count = 0
setup_tns_ps = -164

[yosys]
synth-warning-count = 1
post_synth_xor_area_fraction_pct = 11.7
yosysUniqueCellTypes = 19
syn_inst = 80
synth.logic.top_family = "adder cells"
sequential_share_of_the_synthesized_area_pct = 0
top_area_cell = "sky130_fd_sc_hd__fa_1"
syn_area_sq_um = 726
yosys.area.top_type_share_pct = 27.6
synth-simple-area-share_pct = 12.2
yosys-stat-cells = 80
fraction_of_the_mapped_netlist_area_in_compound_gates_pct = 7.07
post_synth_main_area_contributors = "sky130_fd_sc_hd__fa_1 (28%), sky130_fd_sc_hd__ha_1 (21%), sky130_fd_sc_hd__inv_1 (9.3%)"
synth_adder_area_share_pct = 48.3
syn_avg_cell_area_sq_um = 9.07
yosys_area_sq_um = 726
synth.mux.area_fraction_pct = 4.66

[placed_design]
place.detailed.instances = 170
count_of_port_buffers_added_during_placement = 21
dpl-instance-area_sq_um = 1120
gp_congestion = 0.782
detailedPlace.worstSlack_ps = -974
dpl.hpwl_um = 1500

[drt]
detail_route.iter0.violations = 11
totalWireLength_um = 1620
avgRoutedWirePerCell_um = 9.41
routed_via_count_divided_by_cell_count = 3.53
drt_first_pass_iters = 3
detail_route.drc_violations = 0
antenna_left = 0
dr_total_vias = 608
antenna_cells = 0

[outcome]
status = "finished with violations"
failed_checks = "negative setup slack"

[worst_setup_path]
crit_arrival_ps = 4790
critical_path.max_stage_delay_ps = 530
crit_start = "i_dataB[3]"
cp_cell_sequence = "buf_6 -> and2_4 -> fa_1 -> inv_1 -> fa_1 -> fa_1 -> inv_2 -> ha_4 -> a21o_4 -> a41oi_4 -> o21ai_2 -> xnor2_2 -> fa_2 -> fa_2 -> buf_2"
path_max_fanout = 2
data_required_time_at_the_worst_endpoint_ps = 4640
start_kind = "primary input"
setup.worst_path.end = "result[6]"
cpMostUsedCell = "sky130_fd_sc_hd__fa_1"
type_of_destination_of_the_critical_path = "primary output"
crit_path_top_delay_cell = "sky130_fd_sc_hd__fa_1"
critical_path_class = "primary input to primary output"

[floorplanning]
fp-row-count = 25
top_level_ports = 39
die_width_um = 89
fp.coreArea_sq_um = 4660
pre_placement_core_utilization_pct = 15.6
die_h_um = 89
design.die.area_sq_um = 7920

[power_and_ir_drop]
sw_frac_of_total_pct = 38.1
intPower_uw = 146
total_leakage_power_nw = 0.582
clock_power_share_pct = 0
net_switching_power_of_the_design_uw = 89.5
peakVddDrop_v = 0.0000673
combinational_share_of_power_pct = 100.0
share_seq_of_total_power_pct = 0
power_per_cell_area_nw_per_um2 = 209

[job]
log.warning_count = 48
max-cap-violations = 0

[global_routing]
grt_start_max_net_pins = 5
grt-ovfl-total = 0
grt_first_pass_wirelength_um = 3040
grt_use_total_pct = 4.59
antenna_found_initial = 0
first_global_vias = 720

[worst_hold_path]
class_of_the_worst_hold_path = "primary input to primary output"
hold_depth = 4

[clock_tree]
cts_hold_buffers = 0
==> cells in the mapped netlist <==
cell type and count:
sky130_fd_sc_hd__buf_4 6, sky130_fd_sc_hd__a21o_2 1, sky130_fd_sc_hd__ha_1 12, sky130_fd_sc_hd__a41oi_2 1
sky130_fd_sc_hd__and2_1 7, sky130_fd_sc_hd__fa_1 10, sky130_fd_sc_hd__a21o_1 1, sky130_fd_sc_hd__and2_2 1
sky130_fd_sc_hd__or2_1 1, sky130_fd_sc_hd__and4_1 1, sky130_fd_sc_hd__nand2_1 6, sky130_fd_sc_hd__inv_1 18
sky130_fd_sc_hd__conb_1 1, sky130_fd_sc_hd__mux2_1 3, sky130_fd_sc_hd__a21oi_1 2, sky130_fd_sc_hd__xnor2_1 5
sky130_fd_sc_hd__o21ai_2 1, sky130_fd_sc_hd__xor2_1 1, sky130_fd_sc_hd__xnor2_2 2
==> worst max-delay path, delay by kind of cell <==
family	cells	cell delay [ps]
simple gates	1	150
fa+ha+maj	6	2550
xor+xnor	1	160
buf+inv	4	290
compound gates	3	480
==> metal layers <==
metal  GRT usage (%)  share of wire [%]  routed length [um]  vias to the layer above
li1                -                  -                   -                      313
met5               0                  0                   0                        -
met4               0                  0                   0                        0
met3           0.551                4.1                  66                        0
met1            7.07                 52                 849                      281
met2            7.11                 43                 702                       14
==> worst min path at each step <==
| stage | startpoint | to | slack, ps |
|---|---|---|---|
| CTS | i_dataB[3] | result[5] | 2930 |
| global route | i_dataB[3] | result[5] | 2830 |
| finish | i_dataB[3] | result[5] | 2800 |
==> cell type report <==
cell class                      instances  share of cell area [%]
Inverter                               18                    5.99
Multi-Input combinational cell         59                    59.9
Tap cell                               54                    5.99
Timing Repair Buffer                   41                    28.1
==> metrics by stage <==
stage | power [mW] | util, %
2_1_floorplan | 0.114 | -
3_3_place_gp | 0.246 | 24.0
3_5_place_dp | 0.248 | 24.0
4_1_cts | 0.243 | 24.1
5_1_grt | 0.270 | 24.2
6_report | 0.235 | 24.2
==> logic make-up after synthesis <==
| family | after synthesis |
|---|---|
| buffers and inverters | 24 |
| AND/OR/NAND/NOR | 16 |
| AND-OR/OR-AND | 6 |
| adder cells (fa/ha/maj) | 22 |
| other | 1 |
| multiplexers | 3 |
| XOR/XNOR | 8 |
==> timing repair <==
item | in CTS | in global routing
setup buffers | 4 | 0
pin swaps | 11 | 8
gates resized | 47 | 9
setup endpoints to repair | 8 | 7
==> power by group through the flow <==
stage | Sequential (mW) | Clock [mW] | Combinational [mW]
CTS | 0 | 0 | 0.243
global route | 0 | 0 | 0.270
finish | 0 | 0 | 0.235
Power figures rest on the tool's default switching activity, not on a simulated workload.
